File: flow/run.sh
#!/bin/bash
# OpenROAD 26Q1-2900-gdf79404cd8, Yosys 0.63+post, stock flow scripts
make -C /OpenROAD-flow-scripts/flow DESIGN_CONFIG=/design/flow/config.mk WORK_HOME=/design/flow/orfs finish
File: flow/config.mk
export PLATFORM = sky130hd
export DESIGN_NAME = vending_machine
export DESIGN_NICKNAME = vending_machine
export VERILOG_FILES = /design/flow/design.v
export SDC_FILE = /design/flow/constraint.sdc
export NUM_CORES = 4
export LEC_CHECK = 1
export CORE_AREA = 10 10 70 70
export DIE_AREA = 0 0 80 80
File: flow/constraint.sdc
current_design vending_machine

set clk_period 1.6
set clk_io_pct 0.2

create_clock -name clk0 -period $clk_period [get_ports {clk}]

set non_clock_inputs [all_inputs -no_clocks]
set_input_delay [expr $clk_period * $clk_io_pct] -clock clk0 $non_clock_inputs
set_output_delay [expr $clk_period * $clk_io_pct] -clock clk0 [all_outputs]
File: flow/design.v
module vending_machine (
    input clk,                
    input reset,               
    input [3:0] product_select,  
    input [3:0] coin_insert,     
    input item_dispensed,       
    output reg [7:0] lcd_display,     
    output reg [3:0] motor_control,
    output reg [3:0] status_led    
);
    localparam IDLE = 3'b000;
    localparam PRODUCT_SELECTED = 3'b001;
    localparam WAITING_FOR_PAYMENT = 3'b010;
    localparam DISPENSING = 3'b011;
    localparam ERROR_STATE = 3'b100;
    reg [2:0] current_state;
    reg [2:0] next_state;
    reg [7:0] product_price [0:3];
    initial begin
        product_price[0] = 8'd50;    
        product_price[1] = 8'd75;    
        product_price[2] = 8'd100;   
        product_price[3] = 8'd150;   
    end
    reg [7:0] coin_value [0:3];
    initial begin
        coin_value[0] = 8'd10;     
        coin_value[1] = 8'd20;     
        coin_value[2] = 8'd50;     
        coin_value[3] = 8'd100;    
    end
    reg [7:0] collected_coin;
    reg [3:0] selected_product;
    reg out_of_stock [0:3];  
    always @(posedge clk or posedge reset) begin
        if (reset) begin
            current_state <= IDLE;
            collected_coin <= 8'd0;
            selected_product <= 4'd0;
        end else begin
            current_state <= next_state;
        end
    end
    always @* begin
        case (current_state)
            IDLE:
                if (product_select != 4'd0) begin
                    selected_product <= product_select;
                    next_state = PRODUCT_SELECTED;
                end else begin
                    next_state = IDLE;
                end
            PRODUCT_SELECTED:
                if (out_of_stock[selected_product]) begin
                    next_state = ERROR_STATE;
                end else begin
                    next_state = WAITING_FOR_PAYMENT;
                end
            WAITING_FOR_PAYMENT:
                if (coin_insert != 4'd0) begin
                    collected_coin = collected_coin + coin_value[coin_insert];
                    if (collected_coin >= product_price[selected_product]) begin
                        next_state = DISPENSING;
                    end else begin
                        next_state = WAITING_FOR_PAYMENT;
                    end
                end else begin
                    next_state = WAITING_FOR_PAYMENT;
                end
            DISPENSING:
                if (item_dispensed) begin
                    collected_coin <= 8'd0;
                    next_state = IDLE;
                end else begin
                    next_state = DISPENSING;
                end
            ERROR_STATE:
                if (reset) begin
                    next_state = IDLE;
                end else begin
                    next_state = ERROR_STATE;
                end
            default:
                next_state = IDLE;
        endcase
    end
    always @* begin
        case (current_state)
            IDLE:
                begin
                    lcd_display = 8'b00000001;   
                    motor_control = 4'b0000;     
                    status_led = 4'b0000;       
                end
            PRODUCT_SELECTED:
                begin
                    lcd_display = 8'b00000010;  
                    motor_control = 4'b0000;     
                    status_led = 4'b0001;       
                end
            WAITING_FOR_PAYMENT:
                begin
                    lcd_display = 8'b00000100; 
                    motor_control = 4'b0000;     
                    status_led = 4'b0010;      
                end
            DISPENSING:
                begin
                    lcd_display = 8'b00001000;   
                    motor_control = 4'b0001 << selected_product;   
                    status_led = 4'b0100;       
                end
            ERROR_STATE:
                begin
                    lcd_display = 8'b00010000;   
                    motor_control = 4'b0000;    
                    status_led = 4'b1000;       
                end
            default:
                begin
                    lcd_display = 8'b00000000;   
                    motor_control = 4'b0000;    
                    status_led = 4'b0000;        
                end
        endcase
    end
endmodule
==> reports/metrics.yaml <==
outcome:
  status: "complete, no violations"
clocking:
  htreeDepth: 1
  clk_path_buf_depth: 2
  worstSkewPairLatency_ns: 0.24
  root_buffer: "clkbuf_4"
  hold_buffers: 0
  post_cts_buffers: 0
  clock_sinks: 5
  numCtsBuffers: 3
  clk_pin_slew_ns: 0.05
  cts_tree: "done"
power:
  power.density_nw_per_um2: 631
  finalPower_mw: 0.301
  p_leak_nw: 0.213
  ir_drop_v: 0.000162
layout:
  syn_to_final_growth_pct: 65.4
  drive_gt1_share_pct: 11.9
  largest_registers: "current_state (5)"
  final_cell_mix: "16 x clkdlybuf4s50_1, 6 x conb_1, 4 x dfrtp_1, 3 x nor2b_1, 3 x clkbuf_4"
  nFillCells: 396
  largest_reg_flops: 5
  max_flop_register: "current_state"
  lay_top_count: "clkdlybuf4s50_1"
die:
  die-area_sq_um: 6400
  dieHeight_um: 80
  pin_count: 27
  die_w_um: 80
  coreArea_sq_um: 3420
  num_rows: 21
  core_util_floorplan_pct: 8.46
worst_setup_path:
  crit_fanout: 5
  max_stage_delay_ns: 0.51
  cp_slowest_cell: "clkdlybuf4s50_1"
  r2r-start: "current_state[4]"
  reg2reg_to: "current_state[0]"
  reg2reg_slack_ns: 0.74
  crit_family: "buffers and inverters"
  cp_num_buf_inv: 1
  start_kind: "flop"
  reg2regPathDepth: 2
  required_ns: 1.28
  arrival_ns: 1.16
  end_kind: "primary output"
  path_cells: "clkdlybuf4s50_1"
  path_class: "flop to primary output"
yosys:
  ys_area_sq_um: 289
  synth_area_sq_um: 289
  ys_seq_elements: 5
  synth_area_per_cell_sq_um: 9.03
  ys_cells: 32
  synth_seq_share_pct: 43.7
  yosys.area.top_type_share_pct: 34.6
  area_leaders: "dfrtp_1 35%, buf_4 18%, clkbuf_1 12%"
  synth_area_leader_cell: "dfrtp_1"
  yosysWarnings: 33
  syn_inst: 32
  synth.distinct_cells: 12
route:
  wl_um: 753
  route.vias.total: 196
  insertedDiodeCount: 0
  first_iter_violations: 5
  avgRoutedWirePerCell_um: 8.56
  drc: 0
  first_pass_iters: 2
  ant_nets: 0
  viasPerCell: 2.23
sta:
  min_period_ns: 1.48
  clock.fmax_mhz: 674
  rsz0062_at_grt: "false"
  slew_viol_final: 0
  period_used_pct: 92.7
  finalSetupViolations: 0
  finalHoldViolations: 0
  finalSetupTns_ns: 0
  clock_skew_ns: 0.00245
flow_run:
  drv_cap: 0
  warnings: 28
place:
  hpwl_um: 632
  io_buffers: 17
  place.gp.congestion: 0.759
global_routing:
  antenna_found_initial: 0
  grtUsageMet2_pct: 1.61
  track_usage_pct: 2.21
  grt_start_max_net_pins: 6
  grt_use_met1_pct: 3.08
  grt_pass1_vias: 226
  busiest_layer: "met1"
  use_met3_pct: 2.95
  overflow: 0
  grt_pass1_wl_mm: 1.09
worst_hold_path:
  min_path_type: "input port to async pin"
## power breakdown
group	switching, mW	internal (mW)	leakage, nW
registers	0.000000000000000345	0.127	0.0662
clock network	0.0537	0.0944	0.0150
logic	0.00975	0.0165	0.132
total	0.0635	0.238	0.213
## layer usage
| layer | up-vias | share of wire (%) |
|---|---|---|
| met4 | 0 | 0 |
| met2 | 23 | 23 |
| met5 | - | 0 |
| li1 | 98 | - |
| met1 | 75 | 47 |
| met3 | 0 | 30 |
## per-stage QoR
step	cells	setup WS, ns	util (%)	area, sq um	hold slack, ns
after floorplan	37	0.716	-	308	0.0978
after global placement	84	0.298	13.2	449	0.509
after detailed placement	84	0.296	13.2	449	0.510
after CTS	88	0.0302	13.9	475	0.329
after global routing	88	0.0447	14.0	478	0.367
final	88	0.117	14.0	478	0.334
## cell type report
| cell class | count | area [sq um] | share of cell area (%) |
|---|---|---|---|
| Sequential cell | 5 | 126 | 26.4 |
| Inverter | 2 | 7.51 | 1.57 |
| Tap cell | 46 | 57.6 | 12.0 |
| Multi-Input combinational cell | 14 | 87.6 | 18.3 |
| Clock buffer | 4 | 26.3 | 5.50 |
| Timing Repair Buffer | 17 | 173 | 36.1 |
## synthesized netlist by cell type
library cell	number
dfstp_2	1
buf_4	7
a22o_1	1
a21o_1	1
conb_1	1
nand2_1	1
nor4_4	1
nor2b_1	3
dfrtp_1	4
inv_1	2
o21ai_0	1
clkbuf_1	9
## logic make-up (layout without fill, tap and decap cells)
| family | after synthesis | after routing | share of synthesized area, % |
|---|---|---|---|
| buffers and inverters | 18 | 23 | 32.5 |
| other | 1 | 6 | 1.30 |
| and+or+nand+nor | 5 | 5 | 15.2 |
| AOI/OAI and AO/OA | 3 | 3 | 7.36 |
| DFF | 5 | 5 | 43.7 |
## timing repair
item                       4_1_cts  5_1_grt
setup endpoints to repair        0        1
gates resized                    0        1
hold endpoints to repair         0        0
## worst max-delay path by stage
| stage | endpoint | start | cells after the start | slack [ns] |
|---|---|---|---|---|
| CTS | lcd_display[0] | current_state[0] | 1 | 0.03 |
| finish | lcd_display[3] | current_state[4] | 1 | 0.12 |
| global route | lcd_display[3] | current_state[4] | 1 | 0.04 |
Power and IR drop assume default switching activity.
